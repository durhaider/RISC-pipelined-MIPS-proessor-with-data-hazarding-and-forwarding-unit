--- design/flow/design.v ---
module ID_EX(
  output reg [4:0] shiftam_wireout,
  input [4:0] shiftam_wirein,
  input [31:0] rdata1in, 
  input [31:0] rdata2in,
  input [4:0] rdin, 
  input [4:0] rtin,
  input [4:0] rsin,
  output reg [31:0] rdata1out,
  output reg [31:0] rdata2out,
  output reg [4:0] rdout,
  input clk,
  output reg [4:0] rtout,
  output reg [4:0] rsout,
  input rst, 
  input [5:0] opcodein,
  output reg [5:0] opcodeout,
  input Regdstin,
  input Jumpin,
  input Memreadin, 
  input MemtoRegin, 
  input Memwritin, 
  input ALUSrcin, 
  input Regwritein,
  input [1:0] ALUOpin,
  output reg Regdstout,
  output reg Jumpout, 
  output reg Memreadout, 
  output reg MemtoRegout, 
  output reg Memwritout, 
  output reg ALUSrcout, 
  output reg Regwriteout,
  output reg [1:0] ALUOpout, 
  input [5:0] muxcond, 
  input [31:0] extendin, 
  output reg [31:0] extendout,
  output reg [5:0] ALUcontrolout,
  input [5:0] ALUcontrol
); 
  always @(posedge clk or posedge rst) begin
    if (rst) begin
      rdata1out <= 32'd0;
      rdata2out <= 32'd0;
      rdout <= 5'd0;
      rtout <= 5'd0;
      rsout <= 5'd0;
      opcodeout <= 6'd0;
      Regdstout <= 1'd0;
      Jumpout <= 1'd0;
      Memreadout <= 1'd0;
      MemtoRegout <= 1'd0;
      Memwritout <= 1'd0;
      ALUSrcout <= 1'd0;
      Regwriteout <= 1'd0;
      ALUOpout <= 2'd0;
      extendout <= 32'd0;
      ALUcontrolout <= 6'd0;
      shiftam_wireout <= 5'd0;
    end 
    else if (muxcond == 6'd1) begin
      rdata1out <= rdata1in;
      rdata2out <= rdata2in;
      rdout <= rdin;
      rtout <= rtin;
      rsout <= rsin;
      opcodeout <= opcodein;
      Regdstout <= Regdstin;
      Jumpout <= Jumpin;
      Memreadout <= Memreadin;
      MemtoRegout <= MemtoRegin;
      Memwritout <= Memwritin;
      ALUSrcout <= ALUSrcin;
      Regwriteout <= Regwritein;
      ALUOpout <= ALUOpin;
      extendout <= extendin;
      ALUcontrolout <= ALUcontrol;
      shiftam_wireout <= shiftam_wirein;
    end
  end
endmodule
--- design/flow/run.sh ---
#!/bin/bash
# OpenROAD 26Q1-2900-gdf79404cd8, Yosys 0.63+post, stock flow scripts
make -C /OpenROAD-flow-scripts/flow DESIGN_CONFIG=/design/flow/config.mk WORK_HOME=/design/flow/orfs finish
--- design/flow/config.mk ---
export PLATFORM = sky130hd
export DESIGN_NAME = ID_EX
export DESIGN_NICKNAME = ID_EX
export VERILOG_FILES = /design/flow/design.v
export SDC_FILE = /design/flow/constraint.sdc
export NUM_CORES = 4
export LEC_CHECK = 1
export CORE_AREA = 10 10 192 192
export DIE_AREA = 0 0 202 202
--- design/flow/constraint.sdc ---
current_design ID_EX

set clk_period 1.0
set clk_io_pct 0.2

create_clock -name clk0 -period $clk_period [get_ports {clk}]

set non_clock_inputs [all_inputs -no_clocks]
set_input_delay [expr $clk_period * $clk_io_pct] -clock clk0 $non_clock_inputs
set_output_delay [expr $clk_period * $clk_io_pct] -clock clk0 [all_outputs]
==> results.json <==
{
  "status": "finished, violations left",
  "violations": "setup timing",
  "via_per_inst": 3.39,
  "p_leak_nw": 5.46,
  "cts_made_buffers": 17,
  "path_delay_family": "buffers and inverters",
  "crit_slowest_cell": "mux2_4",
  "flop_area_um2": 3430,
  "place_hpwl_um": 13600,
  "clock_skew_ns": 0,
  "grt_pass1_wl_um": 28600,
  "synth_seq_share": 0.608,
  "path_buffers": 4,
  "avgSynthCellArea_um2": 19.3,
  "cts_max_path_buffers": 2,
  "hold_class": "primary input to asynchronous set/reset pin",
  "dr_total_vias": 4002,
  "tightest_slew_ns": 0.213,
  "drc": 0,
  "ys.flops": 137,
  "final_cell_area_um2": 10300,
  "max_freq_ghz": 0.832,
  "htreeDepth": 4,
  "finalClockPeriodUsage": 1.20,
  "chipArea_um2": 40800,
  "first_global_vias": 4271,
  "arrival_ns": 1.50,
  "grt_max_degree": 36,
  "mostFrequentLayoutCells": "clkdlybuf4s50_1, buf_2, dfrtp_1, mux2_4, buf_4",
  "clkLatencyLatePin_ns": 0.41,
  "die.size.y_um": 202,
  "die_x_um": 202,
  "warnings": 28,
  "ys_warn_count": 1,
  "stdcell_count": 1180,
  "max_stage_delay_ns": 0.29,
  "cp.required_ns": 1.29,
  "grt_usage": 0.0918,
  "setup_ws_ns": -0.201,
  "logic_area_um2": 2060,
  "syn_to_final_growth_pct": 81.8,
  "syn-instance-count": 292,
  "yosys_area_um2": 5640,
  "io_pins": 282,
  "rsz0062_at_grt": "yes",
  "num_rows": 66,
  "num-fill-cells": 3237,
  "synth_cell_types": 8,
  "cts_root_buf": "clkbuf_16",
  "max_cap_violations": 0,
  "core_um2": 32600,
  "drv_slew": 0,
  "place.gp.congestion": 0.764,
  "drive_gt1_frac": 0.617,
  "postCtsHoldBufs": 0,
  "portBuffers": 281,
  "initial_core_util": 0.173,
  "drt-initial-drc-count": 50,
  "worstSetupStartpointType": "primary input",
  "clock-sinks": 137,
  "dp.cells": 1068,
  "wl_per_cell_um": 16.0,
  "finalSetupViolCount": 274,
  "cts_tree": "built",
  "ys_cells": 292,
  "peakVddDrop_v": 0.000984,
  "place_area_um2": 9560,
  "antennaDiodeCount": 0,
  "slew-limit-headroom": 0.858,
  "grt_overflow": 0,
  "wl_um": 18900,
  "first_pass_iters": 4,
  "path_max_fanout": 8,
  "antenna_found_initial": 0,
  "min_period_ns": 1.20,
  "ant_nets": 0,
  "power_density_nw_per_um2": 1740,
  "synth_area_um2": 5640,
  "clkTransAtPathRegs_ns": 0.06,
  "hold_violations": 0,
  "critPathCaptureType": "register",
  "path_class": "primary input to register",
  "dp_slack_ns": -0.913,
  "crit_chain": "buf_6, nor4_4, nand3b_1, buf_6, buf_16, buf_16, mux2_4"
}
-- synth_stat cells --
master / number / area (um2)
buf_4: 2 / 15.0
buf_6: 13 / 146
dfrtp_1: 137 / 3430
inv_1: 1 / 3.75
mux2_2: 7 / 78.8
mux2_4: 130 / 1950
nand3b_1: 1 / 7.51
nor4_1: 1 / 6.26
-- flip-flops by register name, summed over array words and instances (netlist names) --
signal           cells
ALUOpout             2
ALUSrcout            1
ALUcontrolout        6
Jumpout              1
Memreadout           1
MemtoRegout          1
Memwritout           1
Regdstout            1
Regwriteout          1
extendout           32
opcodeout            6
rdata1out           32
rdata2out           32
rdout                5
rsout                5
rtout                5
shiftam_wireout      5
-- worst min-delay path, cell delays in order --
cell	delay, ns
clkdlybuf4s50_1	0.46
clkinvlp_4	0.19
buf_12	0.19
-- cell families after synthesis --
| family | after synthesis | share of synthesized area |
|---|---|---|
| buffers and inverters | 16 | 0.0293 |
| flip-flops | 137 | 0.608 |
| AND/OR/NAND/NOR | 2 | 0.00244 |
| multiplexers | 137 | 0.360 |
-- power breakdown --
part / internal (mW) / switching [mW]
sequential: 6.62 / 0.538
combinational: 3.61 / 1.08
clock: 3.65 / 2.30
total: 13.9 / 3.92
-- layer usage --
| layer | vias up | wire [um] | GRT usage |
|---|---|---|---|
| met4 | 0 | 179 | 0.00940 |
| li1 | 1904 | - | - |
| met2 | 184 | 8680 | 0.137 |
| met5 | - | 0 | 0 |
| met1 | 1904 | 8300 | 0.127 |
| met3 | 10 | 1760 | 0.0377 |
-- repair_timing --
| action | 4_1_cts | 5_1_grt |
|---|---|---|
| cloned | 8 | 0 |
| gates resized | 487 | 0 |
| buffers inserted | 47 | 30 |
| setup endpoints to repair | 274 | 274 |
| pin swaps | 2 | 0 |
-- worst paths after layout --
kind	depth (start not counted)	end	slack, ns	from
min in group clk0	2	rdata1out[9]	0.39	rdata1in[9]
setup / recovery	7	Jumpout	-0.20	muxcond[2]
max in group asynchronous	4	rdata2out[10]	0.43	rst
setup reg to reg	4	rsout[2]	-0.10	rsout[2]
hold / removal	3	extendout[6]	0.28	rst
hold reg to reg	1	rdout[3]	0.50	rdout[3]
-- final cells by class --
| type | instances | share of cell area |
|---|---|---|
| repair buffers | 434 | 0.358 |
| inverters | 1 | 0.000732 |
| flip-flops and latches | 137 | 0.334 |
| multi-input cells | 139 | 0.201 |
| clock buffers | 22 | 0.0443 |
| well taps | 442 | 0.0539 |
| clock inverters | 5 | 0.00732 |
-- stage by stage --
step	power, mW	utilization	hold WS [ns]	TNS, ns
floorplan	8.53	-	0.349	-167.81
global placement	12.2	0.293	0.490	-126.39
detailed placement	12.2	0.293	0.491	-123.90
CTS	17.8	0.307	0.272	-38.91
global route	18.8	0.314	0.287	-48.38
finish	17.8	0.314	0.285	-35.94
Power is estimated from default activity; no workload was simulated.

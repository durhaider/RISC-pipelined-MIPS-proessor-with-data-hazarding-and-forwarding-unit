<file path="./design.v">
module ALU (
    input [3:0] opcode,
    input [31:0] a,
    input [31:0] b,
    output reg [31:0] out,
    output reg zero, input [4:0]shamt
);
always @(opcode or a or b) begin
    case (opcode)
        4'd2: begin  
            out <= a + b;
            zero <= 1'b0;  
        end
        4'd6: begin  
            out <= a - b;
            zero <= 1'b0;
        end
		  4'd0: begin  
            out <= a & b;
            zero <= 1'b0;
        end
		  4'd1: begin  
            out <= a | b;
            zero <= 1'b0;
 end
		  4'd7: begin
            if (a < b) begin
                out <= 32'd1;  
            end else begin
                out <= 32'd0;  
            end
            zero <= 0;  
        end
        4'b0110: begin  
            zero <= (a == b);  
            out <= a + b;  
        end
        4'b0100: begin  
            out <= a+b;  
            zero <= 1'b0;  
        end
		4'd8: begin  
            out <= (a<<shamt);  
            zero <= 1'b0;  
        end
      default:begin
        out <= 32'h00000000;  
        zero <= 1'b0;  
    end
    endcase
end
endmodule
</file>
<file path="./run.sh">
#!/bin/bash
# OpenROAD 26Q1-2900-gdf79404cd8, Yosys 0.63+post, stock flow scripts
make -C /OpenROAD-flow-scripts/flow DESIGN_CONFIG=/design/flow/config.mk WORK_HOME=/design/flow/orfs finish
</file>
<file path="./config.mk">
export PLATFORM = sky130hd
export DESIGN_NAME = ALU
export DESIGN_NICKNAME = ALU
export VERILOG_FILES = /design/flow/design.v
export SDC_FILE = /design/flow/constraint.sdc
export NUM_CORES = 4
export LEC_CHECK = 1
export CORE_UTILIZATION = 30
</file>
<file path="./constraint.sdc">
current_design ALU

set clk_period 16.4
set clk_io_pct 0.2

create_clock -name clk0 -period $clk_period

set non_clock_inputs [all_inputs -no_clocks]
set_input_delay [expr $clk_period * $clk_io_pct] -clock clk0 $non_clock_inputs
set_output_delay [expr $clk_period * $clk_io_pct] -clock clk0 [all_outputs]
</file>
==> run_results.csv <==
group,metric,value,unit
outcome,status,"finished clean",
finish,regArea,0,um^2
finish,fillCellCount,2331,
cts,holdBufCountCts,0,
worst_hold_path,hold_path.class,"input port to primary output",
floorplan,io_pins,106,
floorplan,rows,54,
run,warnings,97,
finish,drive_gt1_share,7.38,%
placed_design,routabilityCongestion,1.02,
drt,wl_per_cell,20.8,um
final_timing,rsz0062_at_grt,"false",
setup_path,start_kind,"input port",
final_timing,finalCriticalPeriod,10.71,ns
synthesis,synthTopLogicFamily,"AND-OR/OR-AND gates",
synthesis,fa_ha_area_share,18.9,%
cts,postCtsSetupBuffers,0,
floorplan,chipWidth,151,um
drt,n_antenna_cell,0,
global_route,grt.overflow.total,0,
final_timing,setup_tns,0,ns
final_timing,max_freq,93.4,MHz
global_route,grt_max_degree,42,
setup_path,cp.arrival,7.43,ns
worst_hold_path,hp-start,"b[30]",
floorplan,fp_util,30.6,%
synthesis,mux_share,13.3,%
drt,dr_total_vias,7648,
drt,drc_errors,0,
synthesis,ys_sh_aoi,36.6,%
drt,initialDrtViolationCount,847,
setup_path,cp.required,13.12,ns
finish,clkbuf_count,0,
finish,flops,0,
run,max_cap_viol_count,0,
floorplan,die_h,151,um
pwr,cellPowerDensity,34.0,nW/um^2
floorplan,die_area,22800,um^2
final_timing,worst_pin_slew,0.743,ns
synthesis,synth.avg_cell_area,7.01,um^2
global_route,grt_pass1_wl,40600,um
final_timing,setup_viol,0,
drt,drt-total-wl,26700,um
drt,antenna_left,0,
synthesis,synth-xor-area-share,0.659,%
synthesis,synth_top_cell_by_area,"ha_1",
global_route,track_usage,23.8,%
drt,routed_via_density,5.96,
final_timing,slew_viol_final,0,
global_route,antenna_found_initial,0,
final_timing,finalHoldViolCount,0,
pwr,ir_drop,0.00696,mV
synthesis,ys_cells,949,
setup_path,crit_type,"input port to primary output",
synthesis,top_cell_area_share,18.3,%
setup_path,crit_fanout,6,
worst_hold_path,min_to,"out[0]",
global_route,grt_pass1_vias,7053,
placed_design,dp_slack,5.75,ns
cts,cts-resized-gates,0,
synthesis,synth_cells,949,
drt,drt-pass1-iter-count,5,
placed_design,port_buffers,105,
final_timing,fin_ws,5.69,ns
synthesis,syn_area,6650,um^2
floorplan,coreArea,21800,um^2
pwr,p_leak,0.00339,uW
synthesis,ys_chip_area,6650,um^2
placed_design,dp_hpwl,21100,um
final_timing,maxSlewHeadroom,49.0,%
final_timing,fin_crit_sh,65.3,%
synthesis,yosys_warnings,1,
finish,area_growth,17.8,%
finish,logic_area,6000,um^2
setup_path,worst_setup_path_end_kind,"primary output",
synthesis,synth.cellmix.simpleShare,20.6,%
synthesis,synth_cell_types,87,
synthesis,ys_seq_share,0,%
synthesis,synthTopCellsByArea,"ha_1, mux2i_1, nor2_1",
worst_hold_path,whs_path_depth,5,
## critical path: stages
cell and delay [ns]:
clkdlybuf4s50_1 0.58, inv_1 0.11, ha_1 0.24, fa_1 0.42, nor2_1 0.19, o221ai_1 0.21, a31oi_2 0.35, a41oi_2 0.27
o21ai_0 0.59, a22oi_1 0.17, o21ai_0 0.26, a21oi_1 0.10, o22ai_1 0.18, clkdlybuf4s50_1 0.49
## logic make-up after synthesis
family,count (synthesis)
AND-OR/OR-AND,328
XOR/XNOR,5
multiplexers,75
AND/OR/NAND/NOR,284
buffers and inverters,157
other,1
adder cells (fa/ha/maj),99
## how the worst max path moves through the flow
stage                 from       to  slack, ns
after global routing  a[0]  out[24]       5.53
final                 a[0]  out[30]       5.69
after CTS             a[0]  out[24]       5.71
## where the power goes
part / internal (uW) / total (uW) / switching, uW / leakage (uW)
clock network: 0 / 0 / 0 / 0
registers: 0 / 0 / 0 / 0
logic: 115 / 267 / 152 / 0.00339
## per-layer routing
metal | track usage, % | routed length (um)
met1 | 34.5 | 11800
met2 | 36.9 | 11900
met5 | 0 | 0
met3 | 2.95 | 2280
met4 | 6.70 | 827
## cells in the final DEF (no fill, tap or decap), types with 4 or more instances in the layout
cell             count
clkdlybuf4s50_1    102
ha_1                97
nor2_1              94
inv_1               93
nand2_1             70
a21oi_1             69
mux2i_1             57
o21ai_0             46
nor3_1              27
a221oi_1            25
o221ai_1            19
a211oi_1            19
nor2b_1             16
nand2b_1            15
o21bai_1            14
a21o_1              13
o22ai_1             13
buf_4               13
nand3_1             12
o211ai_1            11
a221o_1             11
mux4_2              10
o31ai_1              9
a211o_1              7
mux2_2               7
or2_2                6
nor4_1               6
and3_1               6
nand4_1              6
o21a_1               6
and2_1               5
or3_1                5
o221a_2              5
o21ai_1              5
a31oi_1              4
a311oi_1             4
## synthesized netlist by cell type, drive strengths merged (5+ instances only)
master   n
o22ai   13
o21bai  14
and3     6
nor2b   16
mux2i   57
nand2b  16
or3      5
nand3   13
a221oi  25
a221o   11
clkbuf  32
nor4     7
o221ai  19
a31oi    7
nor2    94
a211oi  19
o221a    6
nand2   70
and2     5
mux2     8
a21oi   72
inv     93
o21a     6
buf     32
a211o    7
o21ai   51
nor3    30
mux4    10
ha      97
nand4    6
a21o    13
a311oi   5
o31ai    9
o211ai  12
or2      6
## layout make-up
| class | count | share of cell area, % |
|---|---|---|
| Inverter | 93 | 4.46 |
| Multi-Input combinational cell | 792 | 76.6 |
| Tap cell | 280 | 4.47 |
| Timing Repair Buffer | 118 | 14.5 |
## through the flow
| step | hold slack (ns) | util (%) | total power (uW) | cells | cell area (um^2) |
|---|---|---|---|---|---|
| floorplan | 6.75 | - | 164 | 949 | 6650 |
| global placement | 7.79 | 36.0 | 262 | 1283 | 7830 |
| detailed placement | 7.78 | 36.0 | 262 | 1283 | 7830 |
| CTS | 7.79 | 36.0 | 264 | 1283 | 7830 |
| global route | 7.85 | 36.0 | 289 | 1283 | 7830 |
| finish | 7.80 | 36.0 | 267 | 1283 | 7830 |
Power figures rest on the tool's default switching activity, not on a simulated workload.

`run.sh`:
```
#!/bin/bash
# OpenROAD 26Q1-2900-gdf79404cd8, Yosys 0.63+post, stock flow scripts
make -C /OpenROAD-flow-scripts/flow DESIGN_CONFIG=/design/flow/config.mk WORK_HOME=/design/flow/orfs finish
```
`config.mk`:
```
export PLATFORM = sky130hd
export DESIGN_NAME = instruct_memory
export DESIGN_NICKNAME = instruct_memory
export VERILOG_FILES = /design/flow/design.v
export SDC_FILE = /design/flow/constraint.sdc
export NUM_CORES = 4
export LEC_CHECK = 1
export CORE_AREA = 10 10 80 80
export DIE_AREA = 0 0 90 90
export SYNTH_MEMORY_MAX_BITS = 65536
```
`constraint.sdc`:
```
current_design instruct_memory

set clk_period 1.0
set clk_io_pct 0.2

create_clock -name clk0 -period $clk_period [get_ports {clk}]

set non_clock_inputs [all_inputs -no_clocks]
set_input_delay [expr $clk_period * $clk_io_pct] -clock clk0 $non_clock_inputs
set_output_delay [expr $clk_period * $clk_io_pct] -clock clk0 [all_outputs]
```
`design.v`:
```
module instruct_memory (
  input [31:0] address,
  output reg [31:0] instruction,
  input clk,
  input rst
);
  reg [31:0] memory [0:1023]; 
  initial begin
  memory[0]  = 32'b100000_00011_00001_00010_00000_100010;  
  memory[1]  = 32'b100000_00010_00101_01100_00000_100100;  
  memory[2]  = 32'b100000_00010_00110_01101_00000_100101;  
  memory[3]  = 32'b100000_00010_00010_01110_00000_100000;  
  memory[4]  = 32'b101011_01111_00010_0000000000000001;  
  memory[5]=32'b00000000000000000000000000000000;  
  memory[6]=32'b00000000000000000000000000000000;  
  memory[7]=32'b00000000000000000000000000000000;  
  memory[8]=32'b00000000000000000000000000000000;  
  memory[9]=32'b00000000000000000000000000000000;  
  memory[10]=32'b00000000000000000000000000000000;  
    memory[11]  = 32'b100000_00011_00001_00100_00000_100000;  
    memory[12]  = 32'b100000_00100_00101_01100_00000_101010;  
    memory[13]  = 32'b100000_00100_00001_00010_00001_101111;  
    memory[14]  = 32'b100011_00100_10000_0000000000000001;  
	 memory[15]  = 32'b000100_00100_01101_0000000000000100;  
  end
  always @(posedge clk or posedge rst) begin
    if (rst) begin
      instruction <= 32'b00000000000000000000000000000000;  
    end 
	 else 
	 begin
      instruction <= memory[address];
end		 
  end
endmodule
```
==> flow_metrics.env <==
# flow metrics
export IMPL_crit_path_max_incr_delay_ns=0.21
export IMPL_clkSinkCount=21
export IMPL_crit_arrival_ns=1.11
export IMPL_cp_max_fo=4
export IMPL_leakagePower_uw=0.000746
export IMPL_path_buffers=2
export IMPL_initCoreUtil_pct=21.8
export IMPL_power_density_nw_per_um2=1230
export IMPL_grt_pass1_vias=768
export IMPL_gr_usage_all_layers_pct=5.54
export IMPL_drtPass1Iterations=3
export IMPL_reg_top3="instruction x21"
export IMPL_p_clk_share_pct=29.7
export IMPL_slew_viol_final=0
export IMPL_path_class="input port to flop"
export IMPL_ys_area_um2=1030
export IMPL_yosysTopAreaCellShare_pct=51.0
export IMPL_initialDrtViolationCount=16
export IMPL_min_path_type="input port to asynchronous set/reset pin"
export IMPL_hold_violations=0
export IMPL_drt_total_wl_mm=2.23
export IMPL_fp_dieW_um=90
export IMPL_routedWlPerCell_um=11.2
export IMPL_largest_register="instruction"
export IMPL_maxCapViolations=0
export IMPL_antenna_found_initial=0
export IMPL_yosys_top_cells_area="dfrtp_1 (51%), ha_1 (8.5%), buf_4 (8.0%)"
export IMPL_dpl_hpwl_mm=1.72
export IMPL_portBuffers=29
export IMPL_holdWs_ns=0.269
export IMPL_gr_total_overflow=0
export IMPL_status="completed"
export IMPL_finalCritPeriodShare_pct=97.0
export IMPL_drc_errors=0
export IMPL_cts_path_max_buffers=2
export IMPL_lay_top_count="dfrtp_1"
export IMPL_crit_chain="clkdlybuf4s15_1, buf_6, ha_1, and3_4, or2_1"
export IMPL_finalSetupTns_ns=0
export IMPL_die_area_um2=8100
export IMPL_cts_made_buffers=3
export IMPL_h_tree_depth=1
export IMPL_final_cell_mix="dfrtp_1 (21), buf_2 (17), buf_4 (13)"
export IMPL_slowest_stage="or2_1"
export IMPL_switching_share_pct=22.2
export IMPL_seq_area_um2=526
export IMPL_yosys_cell_types_count=30
export IMPL_finish_utilization_pct=29.8
export IMPL_max_freq_mhz=1030
export IMPL_cts_root_buf="clkbuf_8"
export IMPL_ios=66
export IMPL_num_antenna_cells=0
export IMPL_viasPerCell=3.55
export IMPL_rows=25
export IMPL_place_congestion=0.791
export IMPL_fin_crit_ns=0.970
export IMPL_die_h_um=90
export IMPL_combinationalPowerShare_pct=17.6
export IMPL_power_switching_uw=385
export IMPL_crit_family="simple AND/OR/NAND/NOR gates"
export IMPL_grt_first_pass_wirelength_mm=3.84
export IMPL_largest_reg_flops=21
export IMPL_grt_max_degree=22
export IMPL_start_kind="input port"
export IMPL_combGateArea_um2=402
export IMPL_syn_inst=89
export IMPL_setup_viol=0
export IMPL_crit_required_ns=1.14
export IMPL_p_int_uw=1350
export IMPL_area_growth_synth_to_final_pct=36.7
export IMPL_rsz0062_at_grt="yes"
export IMPL_synth_flops=21
export IMPL_ys_seq_share_pct=51.0
export IMPL_warnings=60
export IMPL_coreArea_um2=4720
export IMPL_crit_path_end_kind="flop"
export IMPL_netlist_area_um2=1030
export IMPL_path_clk_slew_ns=0.07
export IMPL_yosys_warnings=1
export IMPL_syn_avg_cell_area_um2=11.6
export IMPL_max_vdd_ir_drop_uv=390
export IMPL_vias=706
export IMPL_postRouteAntennaNets=0
export IMPL_nFillCells=473
export IMPL_drive_gt1_share_pct=45.5
export IMPL_cts_tree="yes"
export IMPL_p_seq_share_pct=52.7
export IMPL_yosysTopAreaCell="dfrtp_1"
export IMPL_yosys_cells=89
==> layer usage <==
layer  wire length, um  share of wire [%]  track usage (%)
met1              1080                 48             7.39
met2               965                 43             9.02
met3               113                5.1             1.09
met4                71                3.2             1.46
met5                 0                  0                0
==> layout make-up <==
class	count	share of cell area [%]
Tap cell	67	5.95
Clock buffer	4	3.20
Sequential cell	21	37.3
Timing Repair Buffer	47	24.0
Inverter	4	1.07
Multi-Input combinational cell	56	28.5
==> stage by stage <==
step	cells	power [uW]	area (um^2)	setup WS, ns
floorplan	96	1090	1070	0.0230
global placement	191	1280	1430	-0.483
detailed placement	191	1280	1430	-0.506
CTS	199	1780	1440	0.000310
global route	199	1850	1410	-0.000759
finish	199	1730	1410	0.0299
==> power groups by stage <==
stage	Sequential, uW	Clock (uW)	Combinational (uW)
5_1_grt	920	585	348
6_report	914	516	304
4_1_cts	915	541	320
==> what timing repair did <==
item,4_1_cts,5_1_grt
endpoints found under the setup margin,43,9
cloned,1,0
buffers inserted,3,0
hold buffers,0,0
resized,78,9
pin swaps,1,2
==> worst min-delay path, stage by stage <==
cell	delay (ns)
clkdlybuf4s50_1	0.40
inv_1	0.09
buf_12	0.17
==> cells in the mapped netlist <==
master    number
a22o_1         1
nand2b_1       2
mux2i_1        1
nor3_1         1
o21ai_0        4
and3_1         2
xor2_1         1
buf_6          2
a21oi_2        1
o21ai_2        2
a21oi_1        3
nor2b_1        1
nand3_1        2
buf_8          1
o31ai_2        1
or2_1          1
conb_1         1
nand2_1        4
buf_4         11
nor2_1         8
o22ai_2        1
nand2_2        1
inv_1          4
ha_1           7
buf_12         1
nor3b_2        1
and3_4         1
dfrtp_1       21
and2_1         1
nand2_4        1
==> cell families (layout without fill, tap and decap cells) <==
group | count (synthesis) | in the layout | synth area share, %
DFF | 21 | 21 | 51.0
xor gates and xnor gates | 1 | 1 | 0.850
AOI/OAI and AO/OA | 13 | 13 | 9.22
and+or+nand+nor | 26 | 26 | 14.1
muxes | 1 | 1 | 0.971
other | 1 | 8 | 0.364
buffers and inverters | 19 | 55 | 15.0
adders and majority gates | 7 | 7 | 8.49
==> worst paths after layout <==
path	startpoint	to	slack, ns	cells past startpoint
setup / recovery	address[0]	instruction[12]	0.03	5
hold / removal	rst	instruction[22]	0.27	3
max in group asynchronous	rst	instruction[2]	0.60	3
min in group clk0	address[1]	instruction[3]	0.43	3
Power figures rest on the tool's default switching activity, not on a simulated workload.
